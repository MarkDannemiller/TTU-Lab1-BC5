### ./config.mk
export PLATFORM = sky130hd
export DESIGN_NAME = morse_reciever
export DESIGN_NICKNAME = morse_reciever
export VERILOG_FILES = /design/flow/design.v
export SDC_FILE = /design/flow/constraint.sdc
export NUM_CORES = 4
export LEC_CHECK = 1
export CORE_UTILIZATION = 40
### ./constraint.sdc
current_design morse_reciever

set clk_period 6.6
set clk_io_pct 0.2

create_clock -name clk0 -period $clk_period [get_ports {clk}]

set non_clock_inputs [all_inputs -no_clocks]
set_input_delay [expr $clk_period * $clk_io_pct] -clock clk0 $non_clock_inputs
set_output_delay [expr $clk_period * $clk_io_pct] -clock clk0 [all_outputs]
### ./design.v
module morse_reciever (
    input clk,
    input ir,
    input res,
    output reg [21:0] morse_char  
);
    localparam period = 6000000;  
    localparam letter_space = 3'B000;     
    localparam word_space = 7'B0000000;  
    reg [22:0] counter;      
    reg [21:0] i;             
    reg [21:0] char_buffer;   
    always @(posedge clk) begin
        if (res) begin
            counter <= 0;
            i <=0;
            morse_char <= 0;
            char_buffer <= 0;
        end
        else begin
            counter <= counter + 1;
            if (counter >= period) begin
                counter <= 0;    
                char_buffer[21-i] <= ir;
                i <= i + 1;
            end
            if (i>=2 && char_buffer[21-i+2:21-i] == letter_space) begin  
                morse_char <= char_buffer;
                i <= 0;
                char_buffer <= 0;
            end
            else if (i>=6 && char_buffer[21-i+6:21-i] == word_space) begin
                morse_char <= char_buffer;
                i <= 0;
                char_buffer <= 0;
            end
        end
    end
endmodule
module morse_decoder (
    input clk,
    input [21:0] morse_char,
    output reg [7:0] morse_char_decoded
);
    always @(posedge clk) begin
        case(morse_char)
        22'b0000000000000000000000: morse_char_decoded = 8'b00000001;  
        22'b0000000000000000000001: morse_char_decoded = 8'b00000010;  
        22'b0000000000000000000011: morse_char_decoded = 8'b00000100;  
        22'b0000000000000000000111: morse_char_decoded = 8'b00001000;  
        22'b0000000000000000001111: morse_char_decoded = 8'b00010000;  
        22'b0000000000000000011111: morse_char_decoded = 8'b00100000;  
        22'b0000000000000000111111: morse_char_decoded = 8'b01000000;  
        22'b0000000000000001111111: morse_char_decoded = 8'b10000000;  
        22'b0000000000000011111111: morse_char_decoded = 8'b00000011;  
        22'b0000000000000111111111: morse_char_decoded = 8'b00000110;  
        default:
            morse_char_decoded = 8'b00000000;    
        endcase
    end
endmodule
### ./run.sh
#!/bin/bash
# OpenROAD 26Q1-2900-gdf79404cd8, Yosys 0.63+post, stock flow scripts
make -C /OpenROAD-flow-scripts/flow DESIGN_CONFIG=/design/flow/config.mk WORK_HOME=/design/flow/orfs finish
==> impl_metrics.tcl <==
# yosys + openroad results
set metrics [dict create \
    status "finished, final reports clean" \
    ys_async_sr_fraction 0 \
    path_depth 9 \
    worst_pin_slew_ps 824 \
    grt_pass1_vias 3641 \
    utilization 0.477 \
    placed_area_um2 4960 \
    grt_max_degree 45 \
    ys_types 61 \
    finClkSkew_ps 5.93 \
    yosys_most_used_dff "dfxtp_1" \
    core_um2 11000 \
    leakagePower_nw 1.80 \
    initialDrtViolationCount 197 \
    worstHoldPathType "flip-flop to flip-flop" \
    hold_ws_ps 465 \
    yosys-stat-cells 572 \
    first_pass_iters 4 \
    rows 38 \
    cp.required_ps 6860 \
    grtUsageTotal 0.195 \
    synthCells 572 \
    post-place-cells 714 \
    vias_per_cell 5.44 \
    die_x_um 110 \
    hold_violations 0 \
    grt_pass1_wl_um 18200 \
    crit_family "AND-OR/OR-AND gates" \
    power.density_nw_per_um2 203 \
    io_pins 25 \
    avgSynthCellArea_um2 8.09 \
    port_buffers 24 \
    worstRegToRegCells 9 \
    place_ws_ps 3190 \
    slew_viol_final 0 \
    hpwl_um 7270 \
    fin_area_um2 5260 \
    die.size.y_um 110 \
    hold-path-cell-count 2 \
    clock_sinks 89 \
    min_period_over_period 0.512 \
    rsz0062_at_grt "no" \
    min_period_ps 3380 \
    slowest_delay_ps 670 \
    arrival_ps 3640 \
    endpoint_kind "flip-flop" \
    drc 0 \
    antenna_cells 0 \
    wl_per_cell_um 14.5 \
    crit_slowest_cell "a211o_1" \
    fmax_mhz 296 \
    setup-tns-final_ps 0 \
    path_cells "inv_1, ha_1, inv_1, o31ai_1, a211oi_1, a211o_1, nand3_2, buf_4, a211oi_1" \
    gp_congestion 0.872 \
    ant_nets 0 \
    fin_cells 730 \
    root_buffer "clkbuf_16" \
    worstPathMaxFanout 44 \
    vias 3968 \
    tritoncts "yes" \
    synth_seq_share 0.385 \
    cts_made_buffers 9 \
    synth_warnings 1 \
    fp-utilization 0.419 \
    drt_wl_total_um 10600 \
    layout-drive-gt1-share 0.0627 \
    cp-start-kind "flip-flop" \
    cts_buffer_depth 2 \
    setup_viol 0 \
    clk_latency_ps 350 \
    worst_slack_ps 3220 \
    yosysChipArea_um2 4630 \
    path_class "flip-flop to flip-flop" \
    synth-edff-count 0 \
    clk_pin_slew_ps 60 \
    warning_count 31 \
    fill_cells 1036 \
    max-slew-margin-rel 0.449 \
    syn_to_final_growth_pct 13.7 \
    synth_flops 89 \
    hold_buffers 0 \
    syn_area_um2 4630 \
    path_buffers 3 \
    die_area_um2 12000 \
    cts_resized 0 \
    grt_antenna_before_repair 0 \
    cts_htree_levels 3 \
    max-vdd-ir-drop_uv 135 \
    finalPower_mw 1.06 \
    maxCapViolations 0 \
    postCtsSetupRepairBufs 0 \
    grt_overflow 0 \
]
[Yosys cell counts, drive strengths merged (3+ instances only)]
library cell,n,area (um^2)
a21oi,36,184
dfxtp,89,1780
nor4,5,37.5
nor2,92,345
o31ai,3,27.5
clkbuf,12,45.0
or2,3,18.8
nand3,45,230
nand2b,4,25.0
nand2,39,146
a211oi,6,50.1
nor3,18,90.1
nor3b,3,27.5
or3,3,18.8
and4,3,26.3
ha,8,100
mux2,3,33.8
a31oi,4,25.0
nand3b,6,45.0
inv,16,60.1
o311ai,3,26.3
xor2,20,183
mux2i,16,160
nor2b,3,18.8
xnor2,31,279
o21ai,36,180
buf,15,73.8
and3,8,50.1
nand4,15,93.8
[cells in the final DEF, fill, tap and decap left out, types with 6 or more instances in the layout]
cell type	netlist	routed
inv_1	16	16
xnor2_1	30	30
nor3_1	18	18
and3_1	8	8
clkdlybuf4s50_1	0	24
nand2_1	39	39
mux2i_1	16	16
xor2_1	19	19
dfxtp_1	89	89
nand3b_1	6	6
o21ai_0	33	33
a21oi_1	35	35
nor2_1	92	92
nand4_1	15	15
nand3_1	44	44
clkbuf_16	0	9
ha_1	8	8
[where the power goes]
part,switching [mW],internal [mW],leakage (nW)
combinational,0.0120,0.00358,0.939
sequential,0.00204,0.539,0.717
clock,0.214,0.295,0.143
total,0.228,0.837,1.80
[layer usage]
layer / global-route usage / vias up / share of wire
met1: 0.298 / 1861 / 0.51
li1: - / 2039 / -
met4: 0.0276 / 0 / 0.018
met5: 0 / - / 0
met2: 0.310 / 56 / 0.44
met3: 0.0224 / 12 / 0.031
[sequential cells by signal (all words and copies together), names as in the netlist]
signal	count
char_buffer	22
morse_char	22
counter	23
i	22
[area by class of cell]
cell class              count  area [um^2]  share of cell area
clock buffers              10          229              0.0436
flip-flops and latches     89         1780               0.339
well taps                 140          175              0.0333
inverters                  16         60.1              0.0114
multi-input cells         440         2670               0.507
repair buffers             29          278              0.0528
clock inverters             6         68.8              0.0131
[path summary, 6_finish.rpt]
check,slack [ps],end,from
worst max-delay path,3220,i[1],i[1]
worst min-delay path,470,morse_char[14],morse_char[14]
worst max register to register,3220,i[1],i[1]
worst min register to register,470,morse_char[14],morse_char[14]
[cell families after synthesis]
group | synth area share
and+or+nand+nor | 0.270
AOI/OAI and AO/OA | 0.138
DFF | 0.385
xor gates and xnor gates | 0.0998
buffers and inverters | 0.0387
muxes | 0.0468
adders and majority gates | 0.0216
[worst register-to-register path, cell delays in order, from the launching register on]
cell	delay, ps
dfxtp_1	660
inv_1	200
ha_1	450
inv_1	180
o31ai_1	100
a211oi_1	350
a211o_1	670
nand3_2	130
buf_4	280
a211oi_1	260
No activity file was given, so power comes from the tool's default toggle rates.
